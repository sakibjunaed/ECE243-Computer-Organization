[design/flow/constraint.sdc]
current_design proc

set clk_period 1.3
set clk_io_pct 0.2

create_clock -name clk0 -period $clk_period [get_ports {Clock}]

set non_clock_inputs [all_inputs -no_clocks]
set_input_delay [expr $clk_period * $clk_io_pct] -clock clk0 $non_clock_inputs
set_output_delay [expr $clk_period * $clk_io_pct] -clock clk0 [all_outputs]
[design/flow/config.mk]
export PLATFORM = sky130hd
export DESIGN_NAME = proc
export DESIGN_NICKNAME = proc
export VERILOG_FILES = /design/flow/design.v
export SDC_FILE = /design/flow/constraint.sdc
export NUM_CORES = 4
export LEC_CHECK = 1
export CORE_AREA = 10 10 70 70
export DIE_AREA = 0 0 80 80
[design/flow/design.v]
module proc(DIN, Resetn, Clock, Run, Done);
    input [15:0] DIN;
    input Resetn, Clock, Run;
    output Done;
    wire [0:7] R_in;  
    reg [15:0] Sum;
    reg rX_in, IR_in, Done, A_in, G_in, AddSub;
    reg [2:0] Tstep_Q, Tstep_D;
    reg [15:0] BusWires;
    reg [3:0] Select;  
    wire [2:0] III, rX, rY;  
    wire [15:0] r0, r1, r2, r3, r4, r5, r6, r7, A;
    wire [15:0] G;
    wire [15:0] IR;
    wire Imm;
    assign III = IR[15:13];
    assign Imm = IR[12];
    assign rX = IR[11:9];
    assign rY = IR[2:0];
    dec3to8 decX (rX_in, rX, R_in);  
    parameter T0 = 3'b000, T1 = 3'b001, T2 = 3'b010, T3 = 3'b011;
    always @(Tstep_Q, Run, Done) begin
        case (Tstep_Q)
            T0:  
                if (~Run) Tstep_D = T0;
                else Tstep_D = T1;
            T1: if (Done) Tstep_D = T0;
                else Tstep_D = T2;
            T2: if (Done) Tstep_D = T0;
                else Tstep_D = T3;
            T3:  
                Tstep_D = T0;
        endcase
    end
    parameter mv = 3'b000, mvt = 3'b001, add = 3'b010, sub = 3'b011;
    parameter R0_SELECT = 4'b0000, R1_SELECT = 4'b0001, R2_SELECT = 4'b0010, 
        R3_SELECT = 4'b0011, R4_SELECT = 4'b0100, R5_SELECT = 4'b0101, R6_SELECT = 4'b0110, 
        R7_SELECT = 4'b0111, G_SELECT = 4'b1000, 
        SGN_IR8_0_SELECT   = 4'b1001, 
        IR7_0_0_0_SELECT   = 4'b1010;
    always @(*) begin
        rX_in = 1'b0; A_in = 1'b0; G_in = 1'b0; AddSub = 1'b0; IR_in = 1'b0; Select = 4'bxxxx;
        Done = 1'b0;
        case (Tstep_Q)
            T0:  
                IR_in = 1'b1;
            T1:  
                case (III)
                    mv: begin
						if(!Imm) Select = rY;
						else 	Select = SGN_IR8_0_SELECT;
								rX_in = 1'b1;
								Done = 1'b1;	
                    end
                    mvt: begin
						if(!Imm) Select = rY;
						else	Select = IR7_0_0_0_SELECT;
						rX_in = 1'b1;
						Done = 1'b1;
                    end
                    add, sub: begin
						Select = rX;
						A_in = 1'b1;
                    end
                    default: ;
                endcase
            T2:  
                case (III)
                    add: begin
						if(!Imm) Select = rY;
						else Select = SGN_IR8_0_SELECT;
						AddSub = 1'b0;
						G_in = 1'b1;
                    end
                    sub: begin
						if(!Imm) Select = rY;
						else Select = SGN_IR8_0_SELECT;
						AddSub = 1'b1;
						G_in = 1'b1;
                    end
                    default: ; 
                endcase
            T3:  
                case (III)
                    add, sub: begin
						Select = G_SELECT;
						rX_in = 1'b1;
						Done = 1'b1;
                    end
                    default: ;
                endcase
            default: ;
        endcase
    end   
    always @(posedge Clock)
        if (!Resetn)
            Tstep_Q <= T0;
        else
            Tstep_Q <= Tstep_D;   
    regn reg_0 (BusWires, Resetn, R_in[0], Clock, r0);
    regn reg_1 (BusWires, Resetn, R_in[1], Clock, r1);
    regn reg_2 (BusWires, Resetn, R_in[2], Clock, r2);
    regn reg_3 (BusWires, Resetn, R_in[3], Clock, r3);
    regn reg_4 (BusWires, Resetn, R_in[4], Clock, r4);
    regn reg_5 (BusWires, Resetn, R_in[5], Clock, r5);
    regn reg_6 (BusWires, Resetn, R_in[6], Clock, r6);
    regn reg_7 (BusWires, Resetn, R_in[7], Clock, r7);
    regn reg_A (BusWires, Resetn, A_in, Clock, A);
    regn reg_IR (DIN, Resetn, IR_in, Clock, IR);
    always @(*)
        if (!AddSub)
            Sum = A + BusWires;
        else
            Sum = A + ~BusWires + 16'b1;
    regn reg_G (Sum, Resetn, G_in, Clock, G);
    always @(*)
        case (Select)
            R0_SELECT: BusWires = r0;
            R1_SELECT: BusWires = r1;
            R2_SELECT: BusWires = r2;
            R3_SELECT: BusWires = r3;
            R4_SELECT: BusWires = r4;
            R5_SELECT: BusWires = r5;
            R6_SELECT: BusWires = r6;
            R7_SELECT: BusWires = r7;
            G_SELECT: BusWires = G;
            SGN_IR8_0_SELECT: BusWires = {{7{IR[8]}}, IR[8:0]};    
            IR7_0_0_0_SELECT: BusWires = {IR[7:0], 8'b00000000};
            default: BusWires = 16'bxxxxxxxxxxxxxxxx;
        endcase
endmodule
module dec3to8(E, W, Y);
    input E;  
    input [2:0] W;
    output [0:7] Y;
    reg [0:7] Y;
    always @(*)
        if (E == 0)
            Y = 8'b00000000;
        else
            case (W)
                3'b000: Y = 8'b10000000;
                3'b001: Y = 8'b01000000;
                3'b010: Y = 8'b00100000;
                3'b011: Y = 8'b00010000;
                3'b100: Y = 8'b00001000;
                3'b101: Y = 8'b00000100;
                3'b110: Y = 8'b00000010;
                3'b111: Y = 8'b00000001;
            endcase
endmodule
module regn(R, Resetn, Rin, Clock, Q);
    parameter n = 16;
    input [n-1:0] R;
    input Resetn, Rin, Clock;
    output [n-1:0] Q;
    reg [n-1:0] Q;
    always @(posedge Clock)
        if (!Resetn)
            Q <= 0;
        else if (Rin)
            Q <= R;
endmodule
[design/flow/run.sh]
#!/bin/bash
# OpenROAD 26Q1-2900-gdf79404cd8, Yosys 0.63+post, stock flow scripts
make -C /OpenROAD-flow-scripts/flow DESIGN_CONFIG=/design/flow/config.mk WORK_HOME=/design/flow/orfs finish
==> ci_impl_report.md <==
### Yosys + OpenROAD results

| Metric | Value |
|---|---|
| Die ar. | 6400 um2 |
| P_leak | 0.157 nW |
| Register pins left without a clock | 2 |
| Vias in the first global route | 198 |
| Syn-to-layout area delta | 71.8% |
| YS chip area | 226 um2 |
| Pin count of the biggest net entering global routing | 7 |
| Skew-Pair Late Insertion Delay | 0.23 ns |
| Initial Utilization | 6.63% |
| H-tree level count | 1 |
| Cell area after synthesis | 226 um2 |
| Post-route cell area | 389 um2 |
| Cts bufs inserted | 3 |
| Tcrit/Tclk final | 98.5% |
| Unrepaired setup endpoints after global routing | true |
| Cells along the critical path | buf_6 -> or2b_1 -> o21ai_1 -> dlxtn_1 -> and2_1 |
| CP endpoint kind | flop |
| Max Cap Viol | 0 |
| Post-Route WL | 525 um |
| Chip width | 80 um |
| Antenna cell count | 0 |
| Setup bufs post-CTS | 0 |
| Filler instances | 397 |
| FMAX | 781 MHz |
| R2R depth | 5 |
| Post-DP Area | 357 um2 |
| Die height | 80 um |
| Site Rows | 21 |
| Via density | 2.42 |
| R2r endpoint | Tstep_Q[1] |
| Port bufs | 5 |
| Root Buffer | clkbuf_4 |
| Worst Path Required | 1.47 ns |
| Placed wire-length estimate | 425 um |
| Synthesized instance count | 25 |
| Setup crit start kind | flop |
| Outcome | finished, final reports clean |
| Slowest CP cell | dlxtn_1 |
| Antenna viol nets, final | 0 |
| Worst vdd ir | 0.119 mV |
| Worst path max stage delay | 0.34 ns |
| Global route total overflow | 0 |
| Synth Register Bits | 6 |
| Worst r2r src | Tstep_Q[1] |
| OpenROAD warning count | 40 |
| Endpoint, Worst Hold | reg_IR.Q[15] |
| Most numerous logic cells after layout | 4 x clkdlybuf4s50_1, 3 x nor2_1, 3 x o21ai_1, 3 x clkbuf_4 |
| Critical path data arrival time | 1.45 ns |
| Clock Skew | 0.000144 ns |
| DR pass1 iterations | 2 |
| Per-cell routed wire length | 6.33 um |
| R2r setup slk | 0.02 ns |
| Top cell excl fill/tap | clkdlybuf4s50_1 |
| GRT Overall Usage | 1.46% |
| Routed vias | 201 |
| Iter 0 DRT Violations | 1 |
| Setup Viol. Count Final | 0 |
| Critical path class | flop to flop |
| Drc violations | 0 |
| Final Wtd Congestion | 0.754 |
| Worst-path fanout max | 6 |
| Total core area | 3420 um2 |
| I/O Pins | 20 |
| First-pass GRT wire length | 752 um |
| Clk pin slew, worst setup/hold paths | 0.04 ns |
| PwrDens | 852 nW/um2 |
| HP Class | input port to flop |
| Fin. max-slew vios | 0 |
| Max Buffers Root-to-Sink | 2 |
| HP Start | DIN[15] |
| CTS Hold Bufs | 0 |
| Finished Core Util | 11.4% |
| Initial antenna violation count | 0 |
| Layout cell share with drive strength beyond 1 | 32.4% |
| Synth cell types | 13 |
| Hold Path Stages | 3 |
| Yosys warns | 3 |
| Minimum clock period | 1.28 ns |
| Final Hold Fails | 0 |
| TritonCTS clock tree | yes |
| Endpoints left unconstrained | 2 |
| Yosys cell count | 25 |
| Mean Syn Cell Area | 9.06 um2 |
[critical path, delay by kind of cell, from the launching register on]
| family | cells | cell delay, ns |
|---|---|---|
| and+or+nand+nor | 2 | 0.32 |
| buffers and inverters | 1 | 0.12 |
| DFF | 1 | 0.32 |
| latches | 1 | 0.34 |
| AOI/OAI and AO/OA | 1 | 0.13 |
[synthesized netlist by cell type]
cell / n / area (um2)
xor2_1: 1 / 8.76
or2b_1: 2 / 15.0
nand2_1: 2 / 7.51
nor3b_1: 1 / 7.51
o21ai_1: 3 / 15.0
dfxtp_1: 4 / 80.1
o211ai_1: 2 / 15.0
conb_1: 1 / 3.75
nor2_1: 3 / 11.3
or2_4: 1 / 8.76
buf_6: 1 / 11.3
and2_1: 2 / 12.5
dlxtn_1: 2 / 30.0
[how the worst max path moves through the flow]
stage	start	end	slack, ns
after CTS	reg_IR.Q[14]	Done	0.01
after global routing	Tstep_Q[0]	Tstep_Q[1]	-0.02
final	Tstep_Q[1]	Tstep_Q[1]	0.02
[kinds of logic (layout without fill, tap and decap cells)]
| group | after synthesis | after routing | share of synthesized area (%) |
|---|---|---|---|
| compound gates | 5 | 5 | 13.3 |
| flops | 4 | 4 | 35.4 |
| other cells | 1 | 2 | 1.66 |
| simple gates | 11 | 11 | 27.6 |
| xor+xnor | 1 | 1 | 3.87 |
| buf+inv | 1 | 12 | 4.97 |
| latches | 2 | 2 | 13.3 |
[repair_timing]
item                       4_1_cts  5_1_grt
setup endpoints to repair        1        2
gates resized                    4        4
pin swaps                        1        2
[sequential cells by signal, summed over array words and instances, names as in the netlist]
name and count:
Tstep_D 2, reg_IR.Q 2, Tstep_Q 2
[metrics by stage]
stage	worst slack [ns]	hold slack (ns)	TNS [ns]	total power, mW	std cells
finish	0.0201	0.589	0	0.331	83
global route	-0.0217	0.598	-0.0217	0.351	83
CTS	0.00996	0.586	0	0.338	83
detailed placement	-0.159	0.606	-0.204	0.184	80
global placement	-0.155	0.580	-0.189	0.183	80
floorplan	0.111	0.382	0	0.156	26
[cell type report]
cell class                 instances  area, um2  area share [%]
sequential                         6        113            28.9
multi-input combinational         19        114            29.3
timing repair buffer               9       82.6            21.2
clock buffer                       3       22.5            5.79
tap                               46       57.6            14.8
[power breakdown]
| group | internal, mW | switching [mW] |
|---|---|---|
| Sequential | 0.134 | 0.00399 |
| Clock | 0.103 | 0.0452 |
| Combinational | 0.0289 | 0.0161 |
| Total | 0.266 | 0.0653 |
[routing by layer]
metal  vias to the layer above  track usage, %  part of all wire (%)  wire [um]
met3                         2               0                  0.38          2
met2                         2            3.13                    61        322
met1                        93           0.937                    30        158
li1                        104               -                     -          -
met5                         -               0                     0          0
met4                         0            1.76                   7.8         41
No activity file was given, so power comes from the tool's default toggle rates.
